===== ./config.mk =====
export PLATFORM = sky130hd
export DESIGN_NAME = SB_3320_bot_turn_control
export DESIGN_NICKNAME = SB_3320_bot_turn_control
export VERILOG_FILES = /design/flow/design.v
export SDC_FILE = /design/flow/constraint.sdc
export NUM_CORES = 4
export LEC_CHECK = 1
export CORE_UTILIZATION = 40

===== ./constraint.sdc =====
current_design SB_3320_bot_turn_control

set clk_period 2.5
set clk_io_pct 0.2

create_clock -name clk0 -period $clk_period [get_ports {clk_50}]

set non_clock_inputs [all_inputs -no_clocks]
set_input_delay [expr $clk_period * $clk_io_pct] -clock clk0 $non_clock_inputs
set_output_delay [expr $clk_period * $clk_io_pct] -clock clk0 [all_outputs]

===== ./design.v =====
module SB_3320_PWM_Generator(
	input clk_50,              
	input [7:0]duty_cycle,  
	output out          
);
   reg[29:0] edge_counter = 30'd0;
   wire[29:0] active_edge ;
	assign active_edge = duty_cycle*30'd5000/30'd100;
  always @(posedge clk_50) begin
    if(edge_counter<30'd5000)
	 edge_counter <= edge_counter+30'd1;
	 else edge_counter<=30'd1;
  end
assign out = (edge_counter<=active_edge) ? 1'b1:1'b0;
endmodule
module SB_3320_bot_turn_control (
	 input clk_50,
    input [2:0]turn,
    output left_motor,
    output right_motor,
	 output gndl,
	 output gndr
);
reg [2:0]turn_out;
reg [2:0]stop		  =3'b000;
reg [2:0]forward    =3'b001;
reg [2:0]left		  =3'b010;
reg [2:0]right		  =3'b011;
reg [2:0]extreme    =3'b100;
wire [7:0]duty_l;
wire [7:0]duty_r;
wire [7:0]duty_gl;
wire [7:0]duty_gr;
reg [7:0]duty_lt;
reg [7:0]duty_rt;
reg [7:0]duty_glt;
reg [7:0]duty_grt;
always @(posedge clk_50) begin
    case(turn)
        forward 	 :		begin
								duty_lt=8'd83;
								duty_rt=8'd83;
								duty_glt=8'd0;
								duty_grt=8'd0;
        end
        left       :    begin
								duty_lt =8'd0;
								duty_rt =8'd0;
								duty_glt=8'd0;
								duty_grt=8'd82;
        end
        right      :    begin
								duty_lt =8'd0;
								duty_rt =8'd0;
								duty_glt=8'd82;
								duty_grt=8'd0;
        end
        extreme    : 	begin
								duty_lt =8'd0;
								duty_rt =8'd0;
								duty_glt=8'd81;
								duty_grt=8'd0;
		  end
		  stop       :    begin
								duty_lt=8'd0;
								duty_rt=8'd0;
								duty_glt=8'd0;
								duty_grt=8'd0;
        end
		  default  	 :		begin
								duty_lt=8'd0;
								duty_rt=8'd0;
								duty_glt=8'd0;
								duty_grt=8'd0;
		  end
    endcase
end
assign duty_l=duty_lt;
assign duty_r=duty_rt;
assign duty_gl=duty_glt;
assign duty_gr=duty_grt;
SB_3320_PWM_Generator PWM_Generator_left    ( .clk_50(clk_50), .duty_cycle(duty_l),  .out(left_motor) );
SB_3320_PWM_Generator PWM_Generator_right   ( .clk_50(clk_50), .duty_cycle(duty_r),  .out(right_motor));
SB_3320_PWM_Generator PWM_Generator_gndleft ( .clk_50(clk_50), .duty_cycle(duty_gl), .out(gndl)       );
SB_3320_PWM_Generator PWM_Generator_gndright( .clk_50(clk_50), .duty_cycle(duty_gr), .out(gndr)       );
endmodule 

===== ./run.sh =====
#!/bin/bash
# OpenROAD 26Q1-2900-gdf79404cd8, Yosys 0.63+post, stock flow scripts
make -C /OpenROAD-flow-scripts/flow DESIGN_CONFIG=/design/flow/config.mk WORK_HOME=/design/flow/orfs finish

==> impl_metrics.env <==
# flow metrics
export IMPL_start_kind="register"
export IMPL_final_util_pct=61.4
export IMPL_drcViolationCount=0
export IMPL_hold_depth=1
export IMPL_grt_start_max_net_pins=17
export IMPL_synth_edff_count=0
export IMPL_synth_xor_area_share_pct=7.78
export IMPL_rsz0062_at_grt="yes"
export IMPL_internal_power_w=0.00801
export IMPL_mux_area_share_pct=1.62
export IMPL_met2_length_um=9950
export IMPL_area_growth_pct=51.1
export IMPL_min_path_type="register to register"
export IMPL_placed_cell_area_um2=10800
export IMPL_ys_flops=125
export IMPL_skew_ns=0.00648
export IMPL_sequentialPowerShare_pct=15.9
export IMPL_cts_max_path_buffers=2
export IMPL_finalHoldViolCount=0
export IMPL_relSlewSlack_pct=56.0
export IMPL_p_switching_w=0.00501
export IMPL_hold_buffers=0
export IMPL_r2r_cells=5
export IMPL_gp_congestion=0.980
export IMPL_worst_pin_slew_ns=0.651
export IMPL_fin_cells=1597
export IMPL_cts_sinks=125
export IMPL_r2r_start="PWM_Generator_gndleft.edge_counter[5]"
export IMPL_log_warning_count=37
export IMPL_drv_cap=0
export IMPL_p_leak_nw=5.20
export IMPL_ir_drop_mv=0.802
export IMPL_drt_initial_drc_count=478
export IMPL_startpoint="PWM_Generator_gndleft.duty_cycle[1]"
export IMPL_rrSetupSlack_ns=0.66
export IMPL_antenna_found_initial=0
export IMPL_endpoint="gndl"
export IMPL_layout_setup_ws_ns=-7.16
export IMPL_topCombFamilyByArea="simple AND/OR/NAND/NOR gates"
export IMPL_grt_util_all_layers_pct=22.0
export IMPL_end_kind="primary output"
export IMPL_period_needed_ns=9.66
export IMPL_gr_total_overflow=0
export IMPL_cts_tree="done"
export IMPL_avgSynthCellArea_um2=8.70
export IMPL_crit_slowest_cell="fa_1"
export IMPL_finalCritPeriodShare_pct=386
export IMPL_grt_pass1_vias=8029
export IMPL_rows=52
export IMPL_clock_latency_ns=0.40
export IMPL_initCoreUtil_pct=40.7
export IMPL_vias_per_cell=5.22
export IMPL_ys_cells=943
export IMPL_clk_pin_slew_worst_paths_ns=0.05
export IMPL_power_density_nw_per_um2=1050
export IMPL_cp_arrival_ns=9.16
export IMPL_port_buffers=7
export IMPL_power_frac_clock_pct=18.5
export IMPL_outcome="complete, but fails checks"
export IMPL_fa_ha_area_share_pct=7.69
export IMPL_yosysUniqueCellTypes=118
export IMPL_synth_area_um2=8200
export IMPL_async_flop_share_pct=0
export IMPL_drive_gt1_share_pct=39.5
export IMPL_crit_top_cell="buf_4"
export IMPL_dp_hpwl_um=16500
export IMPL_violations="negative setup slack"
export IMPL_htree_levels=4
export IMPL_ys_area_um2=8200
export IMPL_tns_ns=-7.41
export IMPL_num_vias=8342
export IMPL_wl_met3_um=1080
export IMPL_ys_seq_share_pct=30.5
export IMPL_synthCells=943
export IMPL_routed_wl_um=22500
export IMPL_grt_pass1_wl_um=37800
export IMPL_io_pins=8
export IMPL_cts_buffers=17
export IMPL_top_layer="met4"
export IMPL_dp_cells=1518
export IMPL_avgRoutedWirePerCell_um=14.1
export IMPL_setup_violations=2
export IMPL_fp_coreArea_um2=20200
export IMPL_cp_slowest_stage_delay_ns=0.50
export IMPL_die_h_um=145
export IMPL_total_power_w=0.0130
export IMPL_die_area_um2=21100
export IMPL_wl_met1_um=11100
export IMPL_ant_nets=0
export IMPL_drv_slew=0
export IMPL_drtPass1Iterations=5
export IMPL_required_ns=2.00
export IMPL_pwr_share_comb_pct=65.5
export IMPL_p_sw_share_pct=38.5
export IMPL_rr_endpoint="PWM_Generator_gndleft.edge_counter[0]"
export IMPL_max_freq_mhz=104
export IMPL_diodes=0
export IMPL_cp_max_fo=7
export IMPL_ys_warnings_count=2
export IMPL_dieWidth_um=145
export IMPL_ys_sh_simple_pct=24.6
export IMPL_design_area_um2=12400
export IMPL_ys_sh_aoi_pct=24.2
export IMPL_crit_type="register to primary output"
export IMPL_root_buffer="clkbuf_16"
export IMPL_flop_cell="dfxtp_1"
==> flip-flops by register name, summed over array words and instances, names as in the netlist <==
register / count
PWM_Generator_gndright.edge_counter: 30
PWM_Generator_gndright.duty_cycle: 1
PWM_Generator_left.duty_cycle: 1
PWM_Generator_right.edge_counter: 30
PWM_Generator_left.edge_counter: 30
PWM_Generator_gndleft.edge_counter: 30
PWM_Generator_gndleft.duty_cycle: 3
==> final cells by class <==
| type | instances | area (um^2) |
|---|---|---|
| tap | 270 | 338 |
| timing repair buffer | 316 | 2430 |
| clock inverter | 13 | 169 |
| inverter | 30 | 125 |
| sequential | 125 | 2510 |
| multi-input combinational | 826 | 6390 |
| clock buffer | 17 | 425 |
| fill | 1611 | 7780 |
==> cells in the mapped netlist, types with 4 or more instances <==
master,count,share of area [%]
nor2_1,116,5.3
a211oi_2,4,0.61
nor4_1,25,1.9
dfxtp_1,125,31
clkbuf_1,10,0.46
nand2b_1,5,0.38
o22ai_1,6,0.46
a21o_1,13,1.2
nand4_1,20,1.5
xnor2_1,29,3.1
mux2i_1,7,0.85
or2_2,9,0.69
o2111ai_1,6,0.64
a211o_1,6,0.64
nand2_1,53,2.4
or4_1,4,0.37
xor2_1,28,3.0
o21ai_0,40,2.4
ha_1,48,7.3
inv_1,26,1.2
o21ai_1,6,0.37
a31oi_1,9,0.69
o21a_1,9,0.82
a221oi_1,5,0.53
nand3_1,48,2.9
a211oi_1,13,1.2
buf_4,7,0.64
o211a_1,5,0.61
or3_1,9,0.69
nor3b_1,6,0.55
a21oi_1,41,2.5
and2_1,6,0.46
o211ai_1,12,1.1
and3_1,16,1.2
nor3_1,31,1.9
buf_6,4,0.55
buf_2,7,0.43
==> logic make-up (layout without fill, tap and decap cells) <==
group | count (synthesis) | count (layout)
AND/OR/NAND/NOR | 385 | 385
XOR/XNOR | 64 | 64
AND-OR/OR-AND | 247 | 247
multiplexers | 12 | 12
adder cells (fa/ha/maj) | 50 | 50
other | 1 | 68
flip-flops | 125 | 125
buffers and inverters | 59 | 376
==> cells in the final DEF (no fill, tap or decap), types with 9 or more instances in the layout <==
cell type and instances:
a211oi_1 10, a21o_1 13, a21oi_1 30, a21oi_2 11, and3_1 14, buf_4 300
clkbuf_16 17, conb_1 68, dfxtp_1 120, ha_1 35, ha_4 10, inv_1 21
nand2_1 53, nand3_1 44, nand4_1 20, nor2_1 112, nor3_1 28, nor4_1 21
o211ai_1 12, o21ai_0 31, or2_2 9, xnor2_1 26, xor2_1 28
==> power groups by stage <==
stage	sequential, W	combinational, W	clock (W)
5_1_grt	0.00208	0.00916	0.00256
4_1_cts	0.00208	0.00768	0.00247
6_report	0.00208	0.00853	0.00241
==> per-stage QoR <==
step | hold WS, ns | setup WS, ns
2_1_floorplan | 0.398 | -6.42
3_3_place_gp | 0.419 | -7.26
3_5_place_dp | 0.419 | -7.29
4_1_cts | 0.434 | -7.13
5_1_grt | 0.464 | -7.62
6_report | 0.437 | -7.16
==> layer usage <==
| layer | track usage [%] | up-vias |
|---|---|---|
| met2 | 34.5 | 211 |
| met1 | 33.4 | 3861 |
| met5 | 0 | - |
| met4 | 3.47 | 0 |
| li1 | - | 4234 |
| met3 | 3.15 | 36 |
==> worst min-delay path by stage <==
stage / from / to / slack, ns
after CTS: PWM_Generator_gndright.edge_counter[0] / PWM_Generator_gndright.edge_counter[0] / 0.43
after global routing: PWM_Generator_gndright.edge_counter[0] / PWM_Generator_gndright.edge_counter[0] / 0.46
final: PWM_Generator_gndright.edge_counter[0] / PWM_Generator_gndright.edge_counter[0] / 0.44
==> critical path, delay by kind of cell, from the launching register on <==
| kind | cells | cell delay, ns |
|---|---|---|
| fa+ha+maj | 4 | 1.35 |
| compound gates | 16 | 3.59 |
| flops | 1 | 0.36 |
| buf+inv | 11 | 1.20 |
| simple gates | 9 | 2.21 |
==> timing repair <==
| action | 4_1_cts | 5_1_grt |
|---|---|---|
| buffers inserted | 27 | 22 |
| pin swaps | 67 | 54 |
| endpoints found under the setup margin | 4 | 4 |
| resized | 100 | 38 |
No activity file was given, so power comes from the tool's default toggle rates.
