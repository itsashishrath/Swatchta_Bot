$ cat design/flow/config.mk
export PLATFORM = sky130hd
export DESIGN_NAME = SB_3320_uart
export DESIGN_NICKNAME = SB_3320_uart
export VERILOG_FILES = /design/flow/design.v
export SDC_FILE = /design/flow/constraint.sdc
export NUM_CORES = 4
export LEC_CHECK = 1
export CORE_UTILIZATION = 40
$ cat design/flow/constraint.sdc
current_design SB_3320_uart

set clk_period 2.6
set clk_io_pct 0.2

create_clock -name clk0 -period $clk_period [get_ports {clk_50M}]

set non_clock_inputs [all_inputs -no_clocks]
set_input_delay [expr $clk_period * $clk_io_pct] -clock clk0 $non_clock_inputs
set_output_delay [expr $clk_period * $clk_io_pct] -clock clk0 [all_outputs]
$ cat design/flow/design.v
module SB_3320_uart(
	input rst_n,
	input clk_50M,	 
	output tx,		 
	output tx_clk1,
	output [2:0] PS_status,
	output reg done,
	input uart_start,
	input [2:0] action,
	input [7:0]it,
	input [7:0]bn,
	input [7:0]dz,
	output reg [4:0]data_index
);
wire tx_clk;
reg [13:0]clk_div;
reg [7:0] tx_reg=8'hff;
reg [2:0]track_count=3'd7;
reg tx_temp;
parameter idle=3'd0, start=3'd1,data=3'd2,stop1=3'd3,stop2=3'd4, prepare_data = 3'd5;
reg [2:0]PS=prepare_data,NS=prepare_data;
reg [7:0] data1 [15:0];
assign tx_clk1 = tx_clk;
assign PS_status=PS;
always@(posedge clk_50M,negedge rst_n)
     begin
			if (!rst_n)
				clk_div <= 14'd0;
			else	
				if (clk_div < 14'd2604)
					clk_div = clk_div + 14'd1;
				else
					 clk_div = 14'd0;
     end
assign tx_clk = (clk_div < 14'd1302)? 1'b0:1'b1;
always @(negedge tx_clk,negedge rst_n)
begin
	if (!rst_n)
		PS <= prepare_data;
	else if (uart_start)
		PS <= NS;
else PS<=prepare_data;
end
always @(PS,track_count,tx_reg,data_index) begin
	case(PS)
		prepare_data: begin
		done<=1'b0;
			if (action == 3'd0) begin  
				data1[15]<=8'h20;
				data1[14]<=8'h20;
				data1[13]<=8'h20;
				data1[12]<=8'h20;
				data1[11]<=8'h23;
				data1[10]<=8'h2D;
				data1[9]<=8'h4B;
				data1[8]<=8'h43;
				data1[7]<=8'h49;
				data1[6]<=8'h50;
				data1[5]<=8'h2D;
				data1[4]<=it;
				data1[3]<=8'h2D;
				data1[2]<=bn;
				data1[1]<=8'h42;
				data1[0]<=8'h47;
				NS<=idle;
			end
			else if (action == 3'd1) begin   
				data1[15]<=8'h20;
				data1[14]<=8'h50;
				data1[13]<=8'h4D;
				data1[12]<=8'h55;
				data1[11]<=8'h44;
				data1[10]<=8'h2D;
				data1[9]<=dz;
				data1[8]<=8'h5A;	 
				data1[7]<=8'h44;	 
				data1[6]<=8'h47;	 
				data1[5]<=8'h2D;	 
				data1[4]<=it;		 
				data1[3]<=8'h2D;	 
				data1[2]<=bn;		 
				data1[1]<=8'h42;	 
				data1[0]<=8'h47;   
				NS<=idle;
			end
			else if (action == 3'd2) begin     
				data1[15]<=8'h20;
				data1[14]<=8'h20;
				data1[13]<=8'h20;
				data1[12]<=8'h20;
				data1[11]<=8'h20;
				data1[10]<=8'h20;
				data1[9]<=8'h20;
				data1[8]<=8'h20;
				data1[7]<=8'h23;
				data1[6]<=8'h2D;
				data1[5]<=it;
				data1[4]<=8'h2D;
				data1[3]<=bn;
				data1[2]<=8'h49;
				data1[1]<=8'h42;
				data1[0]<=8'h47;
				NS<=idle;
			end
			else begin
			done<=1'b0;
			NS <= idle;
			end
		end
		idle: begin
				done<=1'b0;
				NS <= start;
				tx_temp <= 1'b1;
		end	
		start:
			begin
				done<=1'b0;
				NS <= data;
				tx_temp <= 1'b0;
			end	
		data:
			begin
				done<=1'b0;
				if (track_count ==0)
					NS <= stop1;
				else
					NS <= data;
					tx_temp <= tx_reg[0];	
			end	
		stop1:
			begin
				done<=1'b0;
				NS <= stop2;
				tx_temp <= 1'b1;
			end	
		default:
				begin
				if (data_index < 16)
						NS <= start;
				else begin
						NS <= prepare_data;
						done <= (uart_start) ? 1'b1 : 1'b0;
				end
				tx_temp <= 1'b1;
				end	
	endcase
end
assign tx = tx_temp;
always @(negedge tx_clk)	
begin
	if (PS == start)
		tx_reg <= data1[data_index];
	else
		if (PS == data)
			tx_reg <= {1'b1,tx_reg[7:1]};
		else
			tx_reg <= tx_reg;
end
always @(negedge tx_clk)	
begin
	if (PS == idle || PS == prepare_data)
		data_index <= 5'd0;
	else
		if (PS == stop1)
			data_index <= data_index + 5'd1;
		else
			data_index <= data_index;
end
always @(negedge tx_clk)	
begin
	if (PS == idle)
		track_count <= 3'd7;
	else
		if (PS == data)
			track_count <= track_count - 3'd1;
		else if (PS == stop1)
			track_count <= 3'd7;
end
endmodule
$ cat design/flow/run.sh
#!/bin/bash
# OpenROAD 26Q1-2900-gdf79404cd8, Yosys 0.63+post, stock flow scripts
make -C /OpenROAD-flow-scripts/flow DESIGN_CONFIG=/design/flow/config.mk WORK_HOME=/design/flow/orfs finish
==> results.json <==
{
  "clock-skew-final_ns": 0.002466,
  "report.final.hold_viol_count": 0,
  "vias": 2700,
  "comb_power_share_pct": 24.3,
  "clk_pin_slew_ns": 0.05,
  "mi_logic_area_mm2": 0.001620,
  "overflow": 0,
  "cts_resized": 0,
  "ys.flop_type": "dlxtn_1",
  "grt_pass1_wl_um": 12120,
  "rsz0062_at_grt": "false",
  "top_layer": "met4",
  "p_total_mw": 0.6568,
  "drtIter0Drc": 107,
  "power_leakage_nw": 1.600,
  "crit_path_end_kind": "primary output",
  "fmax_ghz": 0.4337,
  "netlist_instances": 382,
  "worst_slew_pin_slew_ns": 0.9235,
  "warnings": 29,
  "wl_per_cell_um": 13.89,
  "cts_hold_buf": 0,
  "period_minus_slack_ns": 2.306,
  "drive_above_1_share_pct": 6.158,
  "power.density_mw_per_mm2": 169.2,
  "peakVddDrop_uv": 118.7,
  "p_switching_mw": 0.1706,
  "path_max_fanout": 6,
  "slew_headroom_pct": 38.43,
  "ys_cells": 382,
  "cts_buffers": 3,
  "antenna_left": 0,
  "core_area_mm2": 0.008175,
  "ys_chip_area_mm2": 0.003378,
  "fillers": 801,
  "clkPwrFrac_pct": 26.1,
  "seqCellArea_mm2": 0.001564,
  "drc": 0,
  "drv_slew": 0,
  "untimed_endpoints": 86,
  "layout_setup_ws_ns": 0.2944,
  "p_sw_share_pct": 25.97,
  "cts_root_buf": "clkbuf_8",
  "finalCoreUtilization_pct": 47.47,
  "dieArea_mm2": 0.008817,
  "clock_path_buffers": 2,
  "crit_required_ns": 2.08,
  "area_growth_syn_to_layout_pct": 14.89,
  "die_h_um": 93.90,
  "status": "complete, no violations",
  "insertedDiodeCount": 0,
  "synth.area.top_cells": "dlxtn_1 (21%), dfrtp_1 (10%), edfxtp_1 (7.1%)",
  "drt_pass1_iterations": 4,
  "largest_reg_flops": 47,
  "htreeDepth": 1,
  "setup_viol": 0,
  "startpoint_type": "flop",
  "postCtsSetupBuffers": 0,
  "yosys.area.top_type": "dlxtn_1",
  "io_buffers": 40,
  "wirelength_um": 7098,
  "globalRouteTotalUtil_pct": 17.66,
  "die_w_um": 93.90,
  "min_path_type": "flop to flop",
  "edf_count": 8,
  "syn_area_per_cell_um2": 8.844,
  "async_flop_share_pct": 20.73,
  "first_global_vias": 2557,
  "arrival_ns": 1.79,
  "dp.cells": 508,
  "dp_hpwl_um": 5106,
  "antenna_found_initial": 0,
  "pin_count": 41,
  "viasPerCell": 5.284,
  "top_area_share_pct": 21.33,
  "fin_cells": 511,
  "criticalPathCategory": "flop to primary output",
  "period_used_pct": 88.68,
  "yosys.cell_types.count": 56,
  "yosysMostFrequentCell": "dlxtn_1",
  "rows": 33,
  "power.internal_mw": 0.4863,
  "dr_wl_met3_um": 210,
  "fp_util_pct": 41.32,
  "ys_ff": 82,
  "grt_max_degree": 48,
  "unclocked_regs": 68,
  "cap_violations": 0,
  "gp_congestion": 0.8765,
  "insertion_delay_ns": 0.24,
  "p_seq_share_pct": 49.6,
  "wl_met1_um": 3691,
  "syn-cell-area_mm2": 0.003378,
  "pre_cts_ws_ns": 0.5715,
  "met2_length_um": 3174,
  "common_cells": "dlxtn_1 (48), nand2_1 (27), nor2_1 (22)",
  "cts_tree": "built",
  "setup_tns_ns": 0,
  "ys.warnings.count": 2
}
[cell usage in the layout (no fill, tap or decap), types with 3 or more instances in the layout]
cell type,count
nor2_1,22
edfxtp_1,8
nand3b_1,5
a21oi_2,10
clkbuf_8,3
nand3_1,12
nor3_1,4
o21ai_0,6
and2_1,20
a31oi_1,6
o31ai_1,3
o211ai_1,4
nand2_1,27
xor2_1,4
xnor2_1,5
a22oi_1,8
dlxtn_1,48
o21ai_1,17
a21o_1,4
dfrtp_1,14
dfxtp_1,8
or3_1,9
buf_4,7
nor2b_1,9
nand2b_1,12
a21oi_1,18
nand4_1,4
inv_1,19
and3_1,4
clkdlybuf4s50_1,40
ha_1,7
a22o_1,4
a222oi_1,3
[layout make-up]
cell class                 instances  area share, %
clock buffer                       3          1.064
sequential                        82          40.30
tap                              105          3.385
multi-input combinational        255          41.75
inverter                          19          1.838
timing repair buffer              47          11.67
[power groups by stage]
stage	Combinational, mW	Sequential, mW	Clock [mW]
CTS	0.163	0.326	0.175
global route	0.179	0.331	0.189
finish	0.160	0.326	0.171
[cell families after synthesis]
| group | Yosys count | share of synthesized area [%] |
|---|---|---|
| flip-flops | 33 | 24.52 |
| multiplexers | 3 | 0.9259 |
| AND/OR/NAND/NOR | 134 | 21.07 |
| buffers and inverters | 46 | 5.852 |
| other | 1 | 0.1110 |
| adder cells (fa/ha/maj) | 7 | 2.592 |
| AND-OR/OR-AND | 100 | 20.82 |
| latches | 49 | 21.78 |
| XOR/XNOR | 9 | 2.333 |
[worst paths after layout]
| path | startpoint | endpoint | slack [ns] | cells after the start |
|---|---|---|---|---|
| hold reg to reg | clk_div[13]$_DFF_PN0_ | clk_div[11]$_DFF_PN0_ | 0.46 | 1 |
| setup reg to reg | clk_div[2]$_DFF_PN0_ | clk_div[9]$_DFF_PN0_ | 0.81 | 5 |
| setup / recovery | clk_div[6]$_DFF_PN0_ | tx_clk1 | 0.29 | 5 |
| min in group asynchronous | rst_n | clk_div[3]$_DFF_PN0_ | 0.71 | 1 |
| hold / removal | clk_div[13]$_DFF_PN0_ | clk_div[11]$_DFF_PN0_ | 0.46 | 1 |
| max in group asynchronous | rst_n | clk_div[13]$_DFF_PN0_ | 1.44 | 1 |
[critical path, stage by stage (launching register included)]
cell             delay (ns)
dfrtp_1                0.44
nor3_1                 0.23
o21ai_1                0.09
a21o_1                 0.20
a21o_1                 0.19
clkdlybuf4s50_1        0.39
[layer usage]
metal,GRT usage (%),up-vias
li1,-,1393
met1,30.42,1256
met2,26.46,48
met3,1.317,3
met4,0.7692,0
met5,0,-
[stage by stage]
stage | area (µm²) | hold slack [ns]
2_1_floorplan | 3382 | 0.2244
3_3_place_gp | 3840 | 0.4336
3_5_place_dp | 3840 | 0.4449
4_1_cts | 3881 | 0.4616
5_1_grt | 3881 | 0.5034
6_report | 3881 | 0.4624
